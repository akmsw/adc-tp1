==> design/flow/design.v <==
module alu
  #(
    parameter OPCODE_SIZE = 6,               
    parameter BUS_SIZE = 8                   
  )
  (
    input wire i_clock,
    input wire i_boton1,
    input wire i_boton2,
    input wire i_boton3,
    input wire [BUS_SIZE - 1 : 0] i_swiches,
    output wire o_carry,
    output wire [BUS_SIZE - 1 : 0] o_ALUout
  );
  localparam ADD = 6'b100000;
  localparam SUB = 6'b100010;
  localparam AND = 6'b100100;
  localparam OR  = 6'b100101;
  localparam XOR = 6'b100110;
  localparam NOR = 6'b100111;
  localparam SRL = 6'b000010;
  localparam SRA = 6'b000011;
  reg [OPCODE_SIZE - 1 : 0] opcode;
  reg [BUS_SIZE - 1 : 0] datoA;
  reg [BUS_SIZE - 1 : 0] datoB;
  reg [BUS_SIZE : 0] result;
  assign o_carry = result[BUS_SIZE];
  assign o_ALUout = result;
  always @(posedge i_clock)
  begin
    if (i_boton1)
      datoA <= i_swiches;
    if (i_boton2)
      datoB <= i_swiches;
    if (i_boton3)
      opcode <= i_swiches;
  end
  always @(*)
  begin
    case (opcode)
        ADD:
            result = datoA + datoB;
        SUB:
            result = datoA - datoB;
        AND:
            result = datoA & datoB;
        OR:
            result = datoA | datoB;
        XOR:
            result = datoA ^ datoB;
        NOR:
            result = ~(datoA | datoB);
        SRL:
            result = datoA >> 1;
        SRA:
            result = datoA >>> 1;
        default:
            result = datoA + datoB;            
    endcase
  end
endmodule
==> design/flow/run.sh <==
#!/bin/bash
# OpenROAD 26Q1-2900-gdf79404cd8, Yosys 0.63+post, stock flow scripts
make -C /OpenROAD-flow-scripts/flow DESIGN_CONFIG=/design/flow/config.mk WORK_HOME=/design/flow/orfs finish
==> design/flow/config.mk <==
export PLATFORM = sky130hd
export DESIGN_NAME = alu
export DESIGN_NICKNAME = alu
export VERILOG_FILES = /design/flow/design.v
export SDC_FILE = /design/flow/constraint.sdc
export NUM_CORES = 4
export LEC_CHECK = 1
export CORE_AREA = 10 10 111 111
export DIE_AREA = 0 0 121 121
==> design/flow/constraint.sdc <==
current_design alu

set clk_period 4.1
set clk_io_pct 0.2

create_clock -name clk0 -period $clk_period [get_ports {i_clock}]

set non_clock_inputs [all_inputs -no_clocks]
set_input_delay [expr $clk_period * $clk_io_pct] -clock clk0 $non_clock_inputs
set_output_delay [expr $clk_period * $clk_io_pct] -clock clk0 [all_outputs]
==> flow_metrics.tcl <==
# implementation run metrics
set metrics [dict create \
    status "finished, final reports clean" \
    hp-class "in -> reg" \
    antenna_found_initial 0 \
    n_antenna_cell 0 \
    max_freq_ghz 0.258 \
    switchingPower_mw 0.203 \
    via_per_inst 3.97 \
    htreeDepth 1 \
    die_y_um 121 \
    syn_inst 163 \
    postSynthSeqShare_pct 37.9 \
    syn_to_final_growth_pct 29.7 \
    post_drt_wl_per_cell_um 12.0 \
    fin_total_pwr_mw 0.758 \
    synth_xor_xnor_area_share_pct 10.1 \
    p_clk_share_pct 25.6 \
    grt_max_degree 14 \
    synthTopLogicFamily "adder cells" \
    ys_top_cells_by_area "edfxtp_1, ha_1, xnor2_1" \
    grt.overflow.total 0 \
    worst_pin_slew_ps 638 \
    critPathSlowestCell "clkdlybuf4s50_1" \
    gp_congestion 0.864 \
    combPwrFrac_pct 36.1 \
    netlist_area_um2 1740 \
    drive_gt1_share_pct 11.5 \
    hpwlAfterDp_um 3140 \
    ys_warn_count 1 \
    worstPathMaxFanout 3 \
    totalWireLength_um 3900 \
    drt_iter0_markers 45 \
    core.rowCount 36 \
    clkTransAtPathRegs_ps 80 \
    swShare_pct 26.8 \
    core_um2 9860 \
    placed_area_um2 2120 \
    critPathCaptureType "output port" \
    clockBufferDepth 2 \
    yosysTopAreaCellShare_pct 37.9 \
    setup_viol 0 \
    yosysUniqueCellTypes 36 \
    dr.pass1.iters 4 \
    finalCriticalPeriod_ps 3880 \
    max_stage_delay_ps 480 \
    die_w_um 121 \
    grt_pass1_wl_um 6460 \
    async_flop_share_pct 0 \
    fin_util_pct 22.9 \
    p_seq_share_pct 38.4 \
    power.leakage_nw 0.851 \
    ys_area_um2 1740 \
    crit_required_ps 3280 \
    path_depth 10 \
    ys_sh_simple_pct 11.8 \
    initial_core_util_pct 17.7 \
    rsz0062_at_grt "yes" \
    warnings 35 \
    p_per_area_nw_per_um2 335 \
    cp_num_buf_inv 1 \
    drc 0 \
    grtUsageTotal_pct 5.31 \
    top_cell "ha_1" \
    startpoint_type "flop" \
    io_pins 21 \
    period_used_pct 94.7 \
    flop_cell "edfxtp_1" \
    drtAntennaViolNets 0 \
    power.internal_mw 0.555 \
    mux_share_pct 0.646 \
    grt_pass1_vias 1326 \
    cap_violations 0 \
    syn_area_per_cell_um2 10.7 \
    aoi_share_pct 16.2 \
    cts_root_buf "clkbuf_8" \
    clkSinkCount 22 \
    fin_setup_tns_ps 0 \
    hold_path_depth 1 \
    critPathKind "reg -> out" \
    hold_viol 0 \
    ir_drop_uv 207 \
    cts_buffers 3 \
    edf_count 22 \
    common_cells "ha_1, edfxtp_1, inv_1" \
    portBuffers 20 \
    crit_family "simple AND/OR/NAND/NOR gates" \
    die_area_um2 14600 \
    ys_cells 163 \
    cts_tree "done" \
    vias 1287 \
    slew_headroom_pct 57.2 \
    stdcell_area_um2 2260 \
    yosys.area.top_type "edfxtp_1" \
    cp.arrival_ps 3060 \
    crit_chain "nand4bb_4 -> nor3_4 -> mux2_4 -> fa_2 -> nand2b_1 -> a21oi_2 -> o221ai_1 -> xnor2_1 -> o2bb2ai_1 -> clkdlybuf4s50_1" \
    drv_slew 0 \
    synth-seq-cells 22 \
    synthAdderAreaFrac_pct 19.1 \
]
final timing paths:
path | slack, ps | to | startpoint
min | 1160 | datoB[7] | i_swiches[7]
max | 220 | o_carry | opcode[0]
power groups by stage:
stage     combinational, mW  sequential (mW)  clock, mW
6_report              0.273            0.291      0.194
5_1_grt               0.311            0.293      0.211
4_1_cts               0.272            0.290      0.199
registers in the layout (all words and copies together) (netlist names):
signal,cells
datoA,8
datoB,8
opcode,6
layout by cell type (no fill, tap or decap), types with 2 or more instances in the layout:
| master | instances |
|---|---|
| a21oi_1 | 10 |
| a21oi_2 | 3 |
| a221oi_1 | 3 |
| a222oi_1 | 3 |
| a22o_1 | 3 |
| a22oi_1 | 4 |
| a31oi_1 | 2 |
| buf_4 | 6 |
| clkbuf_8 | 3 |
| clkdlybuf4s50_1 | 20 |
| edfxtp_1 | 22 |
| ha_1 | 25 |
| inv_1 | 17 |
| nand2_1 | 4 |
| nand2b_1 | 3 |
| nor2_1 | 10 |
| nor3_1 | 2 |
| nor3b_2 | 2 |
| o211ai_1 | 3 |
| o21ai_0 | 2 |
| o21ai_1 | 4 |
| or3_1 | 3 |
| xnor2_1 | 16 |
| xor2_1 | 4 |
per-layer routing:
| metal | routed length (um) | global-route usage (%) |
|---|---|---|
| met1 | 1880 | 7.51 |
| met2 | 1820 | 8.64 |
| met3 | 192 | 1.04 |
| met4 | 0 | 0.302 |
| met5 | 0 | 0 |
area by class of cell:
cell class	instances	area (um2)
flip-flops and latches	22	661
repair buffers	26	245
well taps	133	166
fillers	1046	7600
clock inverters	1	30.0
multi-input cells	122	1050
inverters	17	63.8
clock buffers	3	41.3
cell families after synthesis:
group	after synthesis
AND/OR/NAND/NOR	33
adder cells (fa/ha/maj)	26
flip-flops	22
multiplexers	1
AND-OR/OR-AND	42
XOR/XNOR	20
buffers and inverters	19
stage by stage:
stage	worst slack [ps]	cells	hold slack, ps
after global placement	315	317	1400
after CTS	13.0	322	1160
after detailed placement	290	317	1420
after floorplan	823	163	919
final	218	324	1160
after global routing	-5.07	324	1150
what timing repair did:
item,in CTS,in global routing
hold buffers,0,0
resized,1,8
setup buffers,1,2
setup endpoints to repair,1,6
gates cloned,0,0
pin swaps,0,2
No activity file was given, so power comes from the tool's default toggle rates.
